## flow/design.v

```verilog
module MuxSaidaALU
(
	input logic [31:0] ALU, 
	input logic [31:0] ALUOut,
	input logic [31:0] RegDesloc,
	input logic [1:0]  PCSource,
	output logic [31:0] inPC
);
always_comb
	begin
		case (PCSource)
		2'b00: inPC <= ALU;
		2'b01: inPC <= ALUOut;
		2'b10: inPC <= RegDesloc;
		default: inPC <= ALU;
		endcase
	end
endmodule: MuxSaidaALU
```

## flow/run.sh

```bash
#!/bin/bash
# OpenROAD 26Q1-2900-gdf79404cd8, Yosys 0.63+post, stock flow scripts
make -C /OpenROAD-flow-scripts/flow DESIGN_CONFIG=/design/flow/config.mk WORK_HOME=/design/flow/orfs finish
```

## flow/config.mk

```make
export PLATFORM = sky130hd
export DESIGN_NAME = MuxSaidaALU
export DESIGN_NICKNAME = MuxSaidaALU
export VERILOG_FILES = /design/flow/design.v
export SDC_FILE = /design/flow/constraint.sdc
export NUM_CORES = 4
export LEC_CHECK = 1
export CORE_AREA = 10 10 78 78
export DIE_AREA = 0 0 88 88
```

## flow/constraint.sdc

```tcl
current_design MuxSaidaALU

set clk_period 3.1
set clk_io_pct 0.2

create_clock -name clk0 -period $clk_period

set non_clock_inputs [all_inputs -no_clocks]
set_input_delay [expr $clk_period * $clk_io_pct] -clock clk0 $non_clock_inputs
set_output_delay [expr $clk_period * $clk_io_pct] -clock clk0 [all_outputs]
```

==> impl_metrics.env <==
# physical design summary
export IMPL_status="finished clean"
export IMPL_end_kind="output pin"
export IMPL_worst_path_largest_cell_delay_ns=0.50
export IMPL_num_vias=1263
export IMPL_crit_required_ns=2.48
export IMPL_ctsHoldBuffers=0
export IMPL_n_antenna_cell=0
export IMPL_lay_top_count="clkdlybuf4s50_1"
export IMPL_clkbuf_count=0
export IMPL_viasPerCell=4.385
export IMPL_synth_warnings=1
export IMPL_topRoutingLayerUsed="met3"
export IMPL_drt_iter0_drc=33
export IMPL_ant_nets=0
export IMPL_p_leak_nw=0.7418
export IMPL_chip_area_um2=7744
export IMPL_area_delta_synth_final_pct=216.7
export IMPL_synth_distinct_cells=8
export IMPL_postSynthAreaPerCell_um2=5.636
export IMPL_wl_um=4503
export IMPL_std_cell_rows=24
export IMPL_p_total_mw=0.3199
export IMPL_grt_pass1_wl_um=6354
export IMPL_die_w_um=88
export IMPL_flop_count=0
export IMPL_mostFrequentLayoutCells="clkdlybuf4s50_1, a22oi_1, nand2_1"
export IMPL_ys_cells=113
export IMPL_cpMostUsedCell="clkdlybuf4s50_1"
export IMPL_initCoreUtil=0.1443
export IMPL_warnings=33
export IMPL_powerDensity_nw_per_um2=158.6
export IMPL_cp_start_kind="primary input"
export IMPL_cp_max_fo=36
export IMPL_grt_overflow=0
export IMPL_numPortBuffers=130
export IMPL_period_used=0.9539
export IMPL_relSlewSlack=0.8601
export IMPL_ys_chip_area_um2=636.9
export IMPL_maxCapViolCount=0
export IMPL_firstDrtPassIters=4
export IMPL_final_max_slew_viol_count=0
export IMPL_wl_per_cell_um=15.64
export IMPL_drive_above_1_share=0.02966
export IMPL_grt_setup_unrepaired="false"
export IMPL_route_met2_wl_um=2095
export IMPL_cts_resized=0
export IMPL_hold_viol=0
export IMPL_drc=0
export IMPL_boundaryPins=130
export IMPL_max_freq_ghz=0.3382
export IMPL_period_needed_ns=2.957
export IMPL_ir_worst_vdd_uv=92.56
export IMPL_gp_congestion=0.7414
export IMPL_synth_seq_share=0
export IMPL_arrival_ns=2.34
export IMPL_wl_met3_um=628
export IMPL_critPathKind="in -> out"
export IMPL_hold_class="in -> out"
export IMPL_regArea_um2=0
export IMPL_tightest_slew_ns=0.2099
export IMPL_wl_met1_um=1779
export IMPL_antenna_found_initial=0
export IMPL_cts_setup_buffers=0
export IMPL_place_hpwl_um=3853
export IMPL_path_cells="clkdlybuf4s50_1 -> inv_1 -> ha_2 -> buf_12 -> nand2_1 -> o21ai_1 -> clkdlybuf4s50_1"
export IMPL_setup_tns_ns=0
export IMPL_grt_max_degree=37
export IMPL_die_height_um=88
export IMPL_finalSetupViolations=0
export IMPL_crit_buf_inv=4
export IMPL_crit_family="buffers and inverters"
export IMPL_grt_pass1_vias=1228
export IMPL_slowest_stage="clkdlybuf4s50_1"
export IMPL_final_core_util=0.4569
export IMPL_synthCells=113
export IMPL_synth_area_um2=636.9
export IMPL_coreArea_um2=4414
export IMPL_gr_usage_all_layers=0.1006
[Yosys cell counts]
cell type / instances / share of area
a22oi_1: 32 / 0.38
buf_2: 10 / 0.079
buf_6: 3 / 0.053
ha_1: 2 / 0.039
inv_1: 2 / 0.012
nand2_1: 32 / 0.19
o21ai_0: 2 / 0.016
o21ai_1: 30 / 0.24
[per-stage QoR]
step                      worst slack, ns  area [um2]  hold slack (ns)  std cells
after detailed placement           0.1367        2017            2.145        288
final                              0.1429        2017            2.140        288
after global placement             0.1426        2017            2.146        288
after CTS                          0.1364        2017            2.145        288
after global routing              0.03166        2017            2.157        288
after floorplan                     1.158       636.9            1.296        113
[area by class of cell]
cell class | instances | area, um2
well taps | 52 | 65.06
repair buffers | 136 | 1396
multi-input cells | 98 | 548.0
inverters | 2 | 7.507
fillers | 425 | 2397
[where the power goes]
part           leakage, nW  total [mW]  internal, mW  switching, mW
sequential               0           0             0              0
combinational        0.742       0.320         0.230         0.0894
clock                    0           0             0              0
[cells by family (layout without fill, tap and decap cells)]
logic type | after synthesis | in the layout | synth area share
buffers and inverters | 15 | 138 | 0.1434
and+or+nand+nor | 32 | 32 | 0.1886
adders and majority gates | 2 | 2 | 0.03929
AOI/OAI and AO/OA | 64 | 64 | 0.6287
[worst paths after layout]
check	end	slack, ns	depth (start not counted)	startpoint
worst max-delay path	inPC[15]	0.14	7	PCSource[0]
worst min-delay path	inPC[13]	2.14	4	ALU[13]
[layer usage]
layer | vias up | track usage
met1 | 527 | 0.1146
li1 | 667 | -
met3 | 0 | 0.04490
met2 | 69 | 0.1792
met4 | 0 | 0
met5 | - | 0
[worst min-delay path: cells and delay by family]
| family | cells | cell delay, ns |
|---|---|---|
| buffers and inverters | 2 | 0.79 |
| AND-OR/OR-AND | 1 | 0.05 |
| AND/OR/NAND/NOR | 1 | 0.06 |
Power and IR drop assume default switching activity.
