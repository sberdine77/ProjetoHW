`/design/flow/run.sh`:
```
#!/bin/bash
# OpenROAD 26Q1-2900-gdf79404cd8, Yosys 0.63+post, stock flow scripts
make -C /OpenROAD-flow-scripts/flow DESIGN_CONFIG=/design/flow/config.mk WORK_HOME=/design/flow/orfs finish
```
`/design/flow/config.mk`:
```
export PLATFORM = sky130hd
export DESIGN_NAME = MuxDataWrite
export DESIGN_NICKNAME = MuxDataWrite
export VERILOG_FILES = /design/flow/design.v
export SDC_FILE = /design/flow/constraint.sdc
export NUM_CORES = 4
export LEC_CHECK = 1
export CORE_AREA = 10 10 89 89
export DIE_AREA = 0 0 99 99
```
`/design/flow/constraint.sdc`:
```
current_design MuxDataWrite

set clk_period 5.2
set clk_io_pct 0.2

create_clock -name clk0 -period $clk_period

set non_clock_inputs [all_inputs -no_clocks]
set_input_delay [expr $clk_period * $clk_io_pct] -clock clk0 $non_clock_inputs
set_output_delay [expr $clk_period * $clk_io_pct] -clock clk0 [all_outputs]
```
`/design/flow/design.v`:
```
module MuxDataWrite
(
	input logic [31:0] ALUOutReg, 
	input logic [31:0] MDR,
	input logic [31:0] ShiftLeft16,
	input logic [1:0] MemtoReg,
	output logic [31:0] WriteDataMem
);
always_comb
	begin
		case (MemtoReg)
		2'b00: WriteDataMem <= ALUOutReg;
		2'b01: WriteDataMem <= MDR;
		2'b10: WriteDataMem <= ShiftLeft16;
		default: WriteDataMem <= ALUOutReg;
		endcase
	end
endmodule: MuxDataWrite
```
==> flow_summary.json <==
{
  "timing.final.crit_share_pct": 80.5,
  "p_switching_mw": 0.0537,
  "maxSlewViolCount": 0,
  "die_area_um2": 9800,
  "fillerInstances": 631,
  "mostFrequentLayoutCells": "130 x clkdlybuf4s50_1, 32 x a22oi_1, 32 x nand2_1, 30 x o21ai_1",
  "area_growth_pct": 211,
  "grt_pass1_wl_um": 7240,
  "drt_iter0_markers": 53,
  "portBuffers": 130,
  "final.clkbuf_count": 0,
  "synth_stat.cells": 113,
  "status": "completed",
  "min_path_cells": 4,
  "drive_above_1_share_pct": 1.29,
  "pwr-share-seq_pct": 0,
  "cp-end-kind": "output port",
  "pwr-share-comb_pct": 100.0,
  "min_to": "WriteDataMem[21]",
  "critPathArrivalTime_ns": 3.14,
  "slowest_delay_ns": 0.66,
  "tightest_slew_ns": 0.660,
  "totalWireLength_um": 4700,
  "ant_nets": 0,
  "cts_resized": 0,
  "timing.setup.tns_ns": 0,
  "die_h_um": 99,
  "period_minus_slack_ns": 4.18,
  "hold_viol_final": 0,
  "ys_warn_count": 1,
  "vias_per_cell": 4.21,
  "avgSynthCellArea_um2": 5.64,
  "max-cap-violations": 0,
  "swShare_pct": 29.0,
  "grt_pass1_vias": 1353,
  "path_common_cell": "clkdlybuf4s50_1",
  "cp_top_family": "buffers and inverters",
  "flops": 0,
  "dr_total_vias": 1294,
  "grt_overflow_total": 0,
  "cp_data_required_time_ns": 4.16,
  "p_leak_nw": 0.710,
  "n_antenna_cell": 0,
  "hold_start": "ALUOutReg[21]",
  "pin_count": 130,
  "grt_max_degree": 35,
  "hold_buffers": 0,
  "final_cells": 307,
  "p_int_mw": 0.131,
  "powerDensity_nw_per_um2": 93.6,
  "slew_headroom_pct": 56.0,
  "avgRoutedWirePerCell_um": 15.3,
  "synth_seq_share_pct": 0,
  "rows": 28,
  "max_clock_freq_mhz": 239,
  "drc": 0,
  "crit_buf_inv": 4,
  "critPathKind": "in2out",
  "p_clk_share_pct": 0,
  "post-cts-setup-buffers": 0,
  "antenna_found_initial": 0,
  "coreArea_um2": 5990,
  "slowest_stage": "ha_2",
  "place_hpwl_um": 3940,
  "ys_chip_area_um2": 637,
  "synth_cell_types": 8,
  "cp_max_fo": 34,
  "fp.dieW_um": 99,
  "finalSetupViolations": 0,
  "firstDrtPassIters": 4,
  "syn_area_um2": 637,
  "fp_util_pct": 10.6,
  "grt_use_total_pct": 8.72,
  "regArea_um2": 0,
  "vdd_drop_max_uv": 30.4,
  "rsz0062_at_grt": "false",
  "warnings": 33,
  "hold_path_class": "in2out",
  "final_layout_top_logic_cell": "clkdlybuf4s50_1",
  "path_cells": "clkdlybuf4s50_1 -> inv_1 -> ha_2 -> buf_12 -> nand2_1 -> o21ai_1 -> clkdlybuf4s50_1",
  "dp.cells": 307,
  "place.gp.congestion": 0.790,
  "synth_cells": 113,
  "start_kind": "input pin"
}
Yosys cell counts:
library cell	instances	share of area [%]
buf_2	10	7.9
buf_6	3	5.3
o21ai_0	2	1.6
o21ai_1	30	24
ha_1	2	3.9
a22oi_1	32	38
nand2_1	32	19
inv_1	2	1.2
kinds of logic after synthesis:
| logic type | share of synthesized area, % |
|---|---|
| AND-OR/OR-AND | 62.9 |
| adder cells (fa/ha/maj) | 3.93 |
| buffers and inverters | 14.3 |
| AND/OR/NAND/NOR | 18.9 |
cell type report:
class	instances	area (um2)	area share [%]
Tap cell	75	93.8	4.74
Timing Repair Buffer	132	1330	67.2
Multi-Input combinational cell	98	548	27.7
Inverter	2	7.51	0.380
routing by layer:
layer / track usage (%) / part of all wire (%)
met1: 10.1 / 41
met5: 0 / 0
met3: 4.51 / 16
met2: 14.8 / 43
met4: 0 / 0
through the flow:
step	util [%]	power (mW)	area (um2)	setup WS, ns	hold WS, ns
finish	33.0	0.185	1980	1.02	2.99
global route	33.0	0.204	1980	0.861	3.02
CTS	33.0	0.189	1980	0.976	3.00
detailed placement	33.0	0.188	1980	0.971	2.99
global placement	33.0	0.187	1980	1.01	2.99
floorplan	-	0.0485	637	2.42	2.14
power groups by stage:
stage	clock (mW)	combinational [mW]	sequential, mW
6_report	0	0.185	0
4_1_cts	0	0.189	0
5_1_grt	0	0.204	0
worst max-delay path by stage:
stage	start	endpoint	slack (ns)	cells past startpoint
after CTS	MemtoReg[0]	WriteDataMem[28]	0.98	7
after global routing	MemtoReg[0]	WriteDataMem[14]	0.86	7
final	MemtoReg[0]	WriteDataMem[28]	1.02	7
Power figures rest on the tool's default switching activity, not on a simulated workload.
