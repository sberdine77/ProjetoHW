==> flow/config.mk <==
export PLATFORM = sky130hd
export DESIGN_NAME = MuxB
export DESIGN_NICKNAME = MuxB
export VERILOG_FILES = /design/flow/design.v
export SDC_FILE = /design/flow/constraint.sdc
export NUM_CORES = 4
export LEC_CHECK = 1
export CORE_AREA = 10 10 70 70
export DIE_AREA = 0 0 80 80
==> flow/constraint.sdc <==
current_design MuxB

set clk_period 3.2
set clk_io_pct 0.2

create_clock -name clk0 -period $clk_period

set non_clock_inputs [all_inputs -no_clocks]
set_input_delay [expr $clk_period * $clk_io_pct] -clock clk0 $non_clock_inputs
set_output_delay [expr $clk_period * $clk_io_pct] -clock clk0 [all_outputs]
==> flow/design.v <==
module MuxB
(
	input logic [31:0] B, 
	input logic [31:0] signalExt,
	input logic [31:0] desloc_esq,
	input logic [2:0] Four,
	input logic [1:0] ALUSrcB,
	output logic [31:0] BOut
);
always_comb
	begin
		case (ALUSrcB)
		2'b00: BOut <= B;
		2'b01: BOut <= Four;
		2'b10: BOut <= signalExt;
		2'b11: BOut <= desloc_esq;
		endcase
	end
endmodule: MuxB
==> flow/run.sh <==
#!/bin/bash
# OpenROAD 26Q1-2900-gdf79404cd8, Yosys 0.63+post, stock flow scripts
make -C /OpenROAD-flow-scripts/flow DESIGN_CONFIG=/design/flow/config.mk WORK_HOME=/design/flow/orfs finish
==> run summary <==
Implementation summary

The final number of max-transition violations is 0. The count of fill cells added during filler insertion is 285. The core region area is 3420 um^2. The final worst slack is 200 ps. The category of the worst setup path capture point is an output port.

The number of max-cap violations is 0. The total negative setup slack is 0 ps. The global-route total usage across every layer is 13.2%. The per-cell via count in the routed design is 4.49. The worst endpoint required time is 2560 ps.

The buffer-and-inverter tally for the worst setup path is 2. The timing report shows the most common cell along the critical path to be clkdlybuf4s50_1. The cell sequence reported for the critical path is clkdlybuf4s50_1 -> and2_4 -> o2bb2ai_1 -> clkdlybuf4s50_1. The detailed-router iteration count before antenna repair is 2. In the floorplan report the effective utilization is 20.8%.

Setup repair after global routing left no endpoint under its margin. For this design the top-level I/O count stands at 133. The via count of the first global-routing pass was 1314. The full die area is 6400 um^2. The worst setup path category is input port to output port. The first routing iteration left 24 violations. The number of warnings printed during yosys synthesis is 1.

The detailed placer reported the number of placed instances as 245. The final-report hold violation count is 0. Yosys mapped the design onto 8 distinct sky130hd cell types. The total number of warnings across the stage logs is 33. Once the clock tree was built, the resizer swapped 0 gates to a different size. The count of antenna-violating nets left after detailed routing is 0.

RePlAce ended its routability-driven mode at a weighted congestion of 0.845. The pre-CTS setup slack is 169 ps. The standard cell with the maximum stage delay on the critical path is clkdlybuf4s50_1. The number of setup buffers added after CTS is 0. The flow reports an fmax of 333 MHz. The worst-case IR drop observed on VDD is 0.0000764 V. The sequential fraction of the synthesis area is 0%. The residual overflow from global routing is 0.

The last timing report of the flow puts the setup violation total at 0. The worst setup path is launched from an input port. The cell leakage power is 0.000776 uW. The repair_antennas step left the layout with diodes totalling 0.

In the post-route report, total wirelength is listed as 4550 um. The worst slew margin relative to its limit is 78.1%. The critical path maximum fanout is 29.

Detailed placement reports a standard cell area of 2030 um^2. The y dimension of the die is 80 um. The final critical-path share of the clock period is 93.7%.

The classification of the worst-slack hold path is input port to output port. As logged by OpenROAD, the buffers inserted on ports number 133. The fraction of final layout cells sized beyond drive strength 1 is 4.52%.

The clock buffer instance count of the final layout is 0. Hold repair after CTS inserted 0 buffers. At the worst endpoint, the arrival time is 2360 ps. The number of vias in the routed layout is 1100. Power comes to 265 uW. The number of antenna violations at the first check in global routing is 0. In this run the layout overhead on the synthesized area is reported as 186%.

According to the Yosys statistics, the synthesized design has a chip area of 711 um^2. The die is 80 um wide. The register area is 0 um^2.

The number of remaining DRC errors is 0. Excluding fillers, the count of instances in the completed layout stands at 245. The clock period minus worst slack is 3000 ps. The maximum number of pins on one net before global-route repair is 30. The final standard cell area without fillers is 2030 um^2. The area of the mapped netlist is 711 um^2. The average cell area after synthesis is 9.74 um^2.

Total power normalized to cell area comes to 130 nW/um^2. The wire length per cell is 18.6 um. The family of cells with the greatest summed delay on the critical path is buffers and inverters.

The run finished with clean final reports. The instance tally after logic synthesis is 73. The largest incremental delay on the critical path is 620 ps. The report lists the number of standard-cell rows as 21. Yosys stat counts 73 cells in the synthesized netlist. There are 0 flip-flops and latches.

The first global-routing pass estimated 6710 um of wire. Looking at the max-slew report, the worst-margin pin has a slew of 329 ps.
final cells by class:
cell class | instances | area, um^2 | area share (%)
Timing Repair Buffer | 137 | 1360 | 66.7
Multi-Input combinational cell | 62 | 621 | 30.5
Tap cell | 46 | 57.6 | 2.83
layer usage:
metal	wire [um]	global-route usage, %	up-vias
met3	782	10.1	0
li1	-	-	562
met5	0	0	-
met1	1620	13.0	464
met2	2140	23.0	74
met4	0	0	0
kinds of logic (layout without fill, tap and decap cells):
family / Yosys count / in the layout / share of synthesized area, %
AND/OR/NAND/NOR: 1 / 1 / 1.23
multiplexers: 32 / 32 / 50.4
AND-OR/OR-AND: 29 / 29 / 35.7
buffers and inverters: 11 / 137 / 12.7
synth_stat cells, drive strengths merged:
| master | number | area, um^2 |
|---|---|---|
| buf | 10 | 86.3 |
| and2 | 1 | 8.76 |
| mux2i | 29 | 290 |
| o2bb2ai | 29 | 254 |
| clkbuf | 1 | 3.75 |
| mux4 | 3 | 67.6 |
cells in the final DEF, fill, tap and decap left out, drive strengths merged:
master         count
mux2i             29
buf                5
o2bb2ai           29
mux4               3
clkdlybuf4s50    132
and2               1
report_power, final:
| part | switching, uW | internal (uW) | leakage [uW] |
|---|---|---|---|
| registers | 0 | 0 | 0 |
| clock network | 0 | 0 | 0 |
| logic | 64.0 | 201 | 0.000776 |
through the flow:
stage	utilization [%]	hold WS, ps
2_1_floorplan	-	1340
3_3_place_gp	59.6	2210
3_5_place_dp	59.6	2200
4_1_cts	59.6	2200
5_1_grt	59.6	2230
6_report	59.6	2190
worst paths after layout:
kind  cells after the start  endpoint  slack (ps)     startpoint
max                       4   BOut[9]         200     ALUSrcB[0]
min                       3   BOut[6]        2190  desloc_esq[6]
Power is estimated from default activity; no workload was simulated.
